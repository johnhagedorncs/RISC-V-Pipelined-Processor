==> /design/flow/design.v <==
module alu(
    input [31:0] a, b,
    input [2:0] f,
    output reg [31:0] result,
    output reg zero,
    output reg overflow,
    output reg carry,
    output reg negative
);
    wire [32:0] temp;
    wire [31:0] sum;
    wire [31:0] slt_result;
    wire [31:0] b_op;
    assign b_op = (f == 3'b001) ? ~b : b;
    assign temp = {1'b0, a} + {1'b0, b_op} + (f == 3'b001 ? 1 : 0);
    assign sum = temp[31:0];
    assign slt_result = ($signed(a) < $signed(b)) ? 32'b1 : 32'b0;
    always @(*) begin
        case (f)
            3'b000: result = sum;    
            3'b001: result = sum;    
            3'b010: result = a & b;  
            3'b011: result = a | b;  
            3'b100: result = slt_result;  
            3'b101: result = a ^ b;  
            3'b110: result = a << b[4:0];  
            3'b111: result = a >> b[4:0];  
            default: result = 32'b0;
        endcase
        zero = (result == 32'b0);
        negative = result[31];
        if (f == 3'b000 || f == 3'b001) begin
            carry = temp[32];
        end else begin
            carry = 1'b0;
        end
        overflow = 1'b0;
        if (f == 3'b000) begin
            overflow = ((a[31] == b[31]) && (result[31] != a[31]));
        end else if (f == 3'b001) begin
            overflow = ((a[31] != b[31]) && (result[31] != a[31]));
        end
    end
endmodule
module datapath (
    input clk, reset,
    input [31:0] instr,
    input [31:0] read_data,
    output [31:0] pc,
    output [31:0] alu_result,
    output [31:0] write_data
);
    reg [31:0] regfile [31:0];
    reg [31:0] pc_reg;
    wire [31:0] src_a, src_b;
    wire [31:0] imm_ext;
    wire [2:0] alu_ctrl;
    wire [31:0] alu_out;
    always @(posedge clk or posedge reset) begin
        if (reset) begin
            pc_reg <= 0;
        end else begin
            pc_reg <= pc_reg + 4;
        end
    end
    assign pc = pc_reg;
    assign src_a = regfile[instr[19:15]];
    assign src_b = (instr[6:0] == 7'b0010011) ? imm_ext : regfile[instr[24:20]];
    assign write_data = regfile[instr[24:20]];
    alu alu_unit (
        .a(src_a),
        .b(src_b),
        .f(alu_ctrl),
        .result(alu_out)
    );
    always @(posedge clk) begin
        if (instr[6:0] == 7'b0110011) begin  
            regfile[instr[11:7]] <= alu_out;
        end else if (instr[6:0] == 7'b0010011) begin  
            regfile[instr[11:7]] <= alu_out;
        end else if (instr[6:0] == 7'b0000011) begin  
            regfile[instr[11:7]] <= read_data;
        end
    end
    assign alu_result = alu_out;
endmodule
==> /design/flow/run.sh <==
#!/bin/bash
# OpenROAD 26Q1-2900-gdf79404cd8, Yosys 0.63+post, stock flow scripts
make -C /OpenROAD-flow-scripts/flow DESIGN_CONFIG=/design/flow/config.mk WORK_HOME=/design/flow/orfs finish
==> /design/flow/config.mk <==
export PLATFORM = sky130hd
export DESIGN_NAME = datapath
export DESIGN_NICKNAME = datapath
export VERILOG_FILES = /design/flow/design.v
export SDC_FILE = /design/flow/constraint.sdc
export NUM_CORES = 4
export LEC_CHECK = 1
export CORE_UTILIZATION = 30
==> /design/flow/constraint.sdc <==
current_design datapath

set clk_period 18.5
set clk_io_pct 0.2

create_clock -name clk0 -period $clk_period [get_ports {clk}]

set non_clock_inputs [all_inputs -no_clocks]
set_input_delay [expr $clk_period * $clk_io_pct] -clock clk0 $non_clock_inputs
set_output_delay [expr $clk_period * $clk_io_pct] -clock clk0 [all_outputs]
==> run_results.csv <==
group,metric,value,unit
setup_path,crit_arrival,10.60,ns
setup_path,required,14.80,ns
timing,period_needed,14.30,ns
timing,finalSetupTns,0,ns
global_routing,gr-max-usage-layer,"met2",
timing,setup-violations-final,0,
yosys,ys_area,0.04992,mm2
layout,syn_to_final_growth,16.27,%
clock_network,ctsResizeCount,0,
job,drv_cap,0,
drt,routedWlPerCell,30.77,um
setup_path,endpoint_kind,"output pin",
placed_design,gp_congestion,0.8591,
setup_path,crit_fanout,39,
clock_network,cts_buffers,112,
power,finalPower,6161,uW
global_routing,grt_first_pass_wirelength,208700,um
clock_network,clk_latency,0.77,ns
floorplanning,fp_util,0.3025,
yosys,edf_count,1024,
floorplanning,design.core.area,0.1650,mm2
layout,drive_gt1_frac,0.3949,
drt,wl,146900,um
timing,hold_slack,0.4795,ns
timing,max_clock_freq,69.94,MHz
setup_path,rr_worst_depth,13,
min_path,hold_path_class,"flop to flop",
yosys,async_flop_share,0.02846,
floorplanning,die_area,0.1680,mm2
placed_design,io_buffers,149,
placed_design,dp_hpwl,85330,um
timing,relSlewSlack,0.4129,
global_routing,grt.met2_usage,0.2805,
clock_network,cts-root-buf,"clkbuf_16",
clock_network,cts_tree,"yes",
floorplanning,die_x,409.9,um
clock_network,ctsHoldBuffers,0,
yosys,ys_seq_share,0.6311,
setup_path,r2r_setup_slack,12.66,ns
setup_path,crit_type,"input pin to output pin",
global_routing,met3_usage,0.1724,
global_routing,overflow,0,
drt,first_pass_iters,22,
job,warnings,36,
global_routing,grt_pass1_vias,28880,
power,power.leakage,0.01784,uW
clock_network,htreeDepth,3,
timing,rsz0062_at_grt,"no",
min_path,hold_path_depth,1,
power,p_per_area,106.2,mW/mm2
floorplanning,rows,149,
yosys,synth.ff_latch_count,1054,
yosys,synth_area,0.04992,mm2
yosys,ys_cells,2304,
clock_network,post-cts-setup-buffers,0,
setup_path,crit_start,"instr[20]",
global_routing,antenna_found_initial,1,
timing,drv_slew,0,
yosys,syn_area_per_cell,21.66,um2
power,ir_drop,85.80,uV
global_routing,grt_max_degree,69,
clock_network,ctsLongestPathBuffers,3,
layout,largest_reg_flops,1024,
yosys,synth_cell_types,53,
yosys,synth_cells,2304,
yosys,synth_warnings,37,
status,status,"finished, final reports clean",
drt,drc,0,
drt,drt_iter0_markers,1502,
global_routing,use_met1,0.2000,
setup_path,reg2reg_from,"regfile[7][13]",
floorplanning,die_y,409.9,um
clock_network,path_clk_slew,0.05,ns
drt,ant_nets,0,
yosys,flop_cell,"edfxtp_1",
timing,finalClockSkew,0.07172,ns
floorplanning,ios,162,
timing,hold_viol_final,0,
clock_network,clkSinkCount,1054,
timing,fin_crit_sh,0.7729,
drt,route.vias.total,25861,
setup_path,start_kind,"input pin",
global_routing,track_usage,0.1897,
timing,worst_slew_pin_slew,0.8747,ns
drt,viasPerCell,5.417,
min_path,hold_start,"pc_reg[31]",
-- path summary, 6_finish.rpt --
| kind | endpoint |
|---|---|
| worst max-delay path | alu_result[31] |
| worst min-delay path | pc_reg[31] |
| worst max register to register | regfile[13][31] |
| worst min register to register | pc_reg[31] |
| max in group asynchronous | pc_reg[29] |
| min in group asynchronous | pc_reg[17] |
-- power breakdown --
| group | switching (uW) | total [uW] | internal, uW | leakage [uW] |
|---|---|---|---|---|
| clock | 960 | 2220 | 1260 | 0.00176 |
| combinational | 635 | 972 | 337 | 0.00648 |
| sequential | 0.747 | 2970 | 2970 | 0.00960 |
-- synthesized netlist by cell type, types with 4 or more instances --
cell | instances | area (um2)
nand2_1 | 29 | 108.9
inv_1 | 17 | 63.81
a21oi_1 | 35 | 175.2
buf_1 | 48 | 180.2
buf_2 | 21 | 105.1
nand3b_1 | 5 | 37.54
and2_1 | 5 | 31.28
nand3_1 | 16 | 80.08
o31ai_1 | 4 | 30.03
clkbuf_1 | 83 | 311.6
o21bai_1 | 6 | 45.04
dfrtp_1 | 30 | 750.7
xor2_1 | 19 | 166.4
a21o_1 | 10 | 75.07
xnor2_1 | 35 | 306.5
and3_1 | 10 | 62.56
ha_1 | 31 | 387.9
nor2_1 | 61 | 229.0
mux2_2 | 91 | 1025
nor3_1 | 7 | 35.03
buf_4 | 5 | 37.54
o21ai_0 | 13 | 65.06
a31oi_1 | 7 | 43.79
mux4_2 | 633 | 14260
edfxtp_1 | 1024 | 30750
nand4_1 | 8 | 50.05
-- worst max-delay path, stage by stage --
cell and delay (ns):
buf_8 0.39, buf_4 0.55, buf_4 0.66, buf_4 0.64, mux4_2 0.57, mux4_2 0.51, mux2_2 0.35, ha_1 0.41
or2_2 0.34, a21oi_1 0.14, a31oi_1 0.08, a21oi_1 0.37, and4b_1 0.35, o41ai_1 0.12, buf_4 0.17, xnor2_1 0.56
clkdlybuf4s50_1 0.61
-- cell families (layout without fill, tap and decap cells) --
family | after synthesis | after routing | synth area share
other cells | 1 | 4 | 0.00007513
mux | 732 | 732 | 0.3093
simple gates | 163 | 163 | 0.01594
flops | 1054 | 1054 | 0.6311
xor+xnor | 54 | 54 | 0.009475
fa+ha+maj | 32 | 32 | 0.008172
buf+inv | 176 | 454 | 0.01444
compound gates | 92 | 92 | 0.01153
-- final cells by class --
class                           instances  area, um2
Clock inverter                         73      747.0
Multi-Input combinational cell       1075      17960
Inverter                               17      63.81
Clock buffer                          133       2882
Tap cell                             2189       2739
Timing Repair Buffer                  231       2145
Antenna cell                            2      5.005
Fill cell                           15057     107000
Sequential cell                      1054      31500
-- layer usage --
| layer | wire length, um | vias to the layer above |
|---|---|---|
| met2 | 68500 | 1817 |
| met5 | 280 | - |
| met1 | 44810 | 13256 |
| met3 | 29440 | 233 |
| li1 | - | 10547 |
| met4 | 3867 | 8 |
-- metrics by stage --
stage,setup slack (ns),cell area [um2],util,cells
CTS,4.027,58030,0.3517,4772
floorplan,6.894,49920,-,2305
global route,3.638,58030,0.3517,4772
finish,4.202,58040,0.3518,4774
detailed placement,4.023,54400,0.3297,4566
global placement,4.001,54400,0.3297,4566
-- placed cells by master, fill, tap and decap left out, drive strengths merged, types with 35 or more instances in the layout --
| cell type | instances |
|---|---|
| clkdlybuf4s50 | 139 |
| mux4 | 638 |
| xnor2 | 35 |
| clkbuf | 133 |
| a21oi | 35 |
| clkinv | 56 |
| nor2 | 61 |
| edfxtp | 1024 |
| mux2 | 91 |
| buf | 92 |
Power is estimated from default activity; no workload was simulated.
